File: flow/config.mk
export PLATFORM = sky130hd
export DESIGN_NAME = regfile
export DESIGN_NICKNAME = regfile
export VERILOG_FILES = /design/flow/design.v
export SDC_FILE = /design/flow/constraint.sdc
export NUM_CORES = 4
export LEC_CHECK = 1
export CORE_UTILIZATION = 50
File: flow/constraint.sdc
current_design regfile

set clk_period 8.1
set clk_io_pct 0.2

create_clock -name clk0 -period $clk_period [get_ports {i_clk}]

set non_clock_inputs [all_inputs -no_clocks]
set_input_delay [expr $clk_period * $clk_io_pct] -clock clk0 $non_clock_inputs
set_output_delay [expr $clk_period * $clk_io_pct] -clock clk0 [all_outputs]
File: flow/design.v
module regfile (
    input  logic        i_clk,
    input  logic        i_reset,
    input  logic [4:0]  i_rs1_addr,   
    input  logic [4:0]  i_rs2_addr,   
    input  logic [4:0]  i_rd_addr,    
    input  logic [31:0] i_rd_data,    
    input  logic        i_rd_wren,    
	 output logic [31:0] o_rs1_data,   
    output logic [31:0] o_rs2_data   
);
    logic [31:0] registers [31:0];
    assign o_rs1_data = (i_rs1_addr == 5'd0) ? 32'd0 : registers[i_rs1_addr];
    assign o_rs2_data = (i_rs2_addr == 5'd0) ? 32'd0 : registers[i_rs2_addr];
    always_ff @(posedge i_clk or posedge i_reset) begin
        if (i_reset) begin
            for (int i = 0; i < 32; i = i + 1) begin
                registers[i] <= 32'd0;
            end
        end else if (i_rd_wren && i_rd_addr != 5'd0) begin
            registers[i_rd_addr] <= i_rd_data;  
        end
    end
endmodule
File: flow/run.sh
#!/bin/bash
# OpenROAD 26Q1-2900-gdf79404cd8, Yosys 0.63+post, stock flow scripts
make -C /OpenROAD-flow-scripts/flow DESIGN_CONFIG=/design/flow/config.mk WORK_HOME=/design/flow/orfs finish
==> flow_summary.yaml <==
# flow metrics
grt:
  overflow: 0
  grt_most_used_layer: "met2"
  met3_usage: 0.368
  met2_usage: 0.714
  grt_pass1_vias: 46300
  antenna_found_initial: 36
  grt_pass1_wl_microns: 384000
  grtUsageTotal: 0.568
  grt_max_degree: 119
  use_met1: 0.712
route:
  drc_errors: 0
  drtIter0Drc: 6979
  routed_wl_microns: 282000
  avgViaCountPerCell: 7.85
  via_count: 48200
  avgRoutedWirePerCell_microns: 46.0
  first_pass_iters: 9
  ant_nets: 0
clock_tree:
  cts_root_buffer: "clkbuf_16"
  cts.sinks: 992
  clk_pin_slew_ps: 60
  htree_num_levels: 3
  cts-resized-gates: 0
  clk_latency_ps: 740
  postCtsSetupBuffers: 0
  cts_inserted_buffers: 107
  cts_buffer_depth: 3
  cts_tree: "yes"
  hold_buffers: 0
final_timing:
  maxSlewHeadroom: 0.199
  drv_slew: 0
  whs_ps: 515
  post-route-period-util: 0.935
  hold_viol_final: 0
  max_freq_ghz: 0.132
  min_period_ps: 7570
  setup_viol: 0
  worst_pin_slew_ps: 1190
  fin_setup_tns_ps: 0
  rsz0062_at_grt: "no"
  worst_clock_skew_ps: 0
logic_synthesis:
  yosys_area_sq_mm: 0.0517
  ff_type: "dfrtp_1"
  synth_seq_share: 0.480
  syn_avg_cell_area_sq_um: 11.1
  postSynthCellCount: 4649
  top_area_cell: "dfrtp_1"
  synth_warnings: 2
  synth.distinct_cells: 73
  synthArstFlopShare: 1.00
  edf_count: 0
  synth_area_sq_mm: 0.0517
  yosysCellCount: 4649
  ys.flops: 992
  yosys-top-cells-area: "dfrtp_1, mux2_2, nand3_1"
  netlist.area_leader.share: 0.480
die:
  num_io_pins: 114
  num_rows: 117
  initial_core_util: 0.506
  die_w_microns: 324
  die_y_microns: 324
  core-area_sq_mm: 0.102
  chip_area_sq_mm: 0.105
pwr:
  p_per_area_mw_per_mm2: 243
  vdd_ir_drop_max_mv: 0.207
  p_total_mw: 14.3
  power_leakage_nw: 25.7
worst_hold_path:
  hold_path.class: "reg2reg"
cells_and_area:
  final_common_cell: "mux2_2"
  final_cells: 6137
  largest-register: "registers"
  nFillCells: 8548
  largest_register_ffs: 992
  design_area_sq_mm: 0.0591
  drive_above_1_share: 0.335
  area_delta_synth_final_pct: 14.3
  reg_top3: "registers (992)"
  lay_top_cells: "mux2_2, dfrtp_1, nand3_1"
worst_setup_path:
  crit_chain: "clkdlybuf4s50_1 -> buf_4 -> nand3b_1 -> nor2_2 -> buf_4 -> a22oi_1 -> and4_1 -> a31oi_1 -> clkdlybuf4s50_1"
  crit_end: "o_rs1_data[5]"
  path_class: "in2out"
  r2r_slack_ps: 7190
  reg2reg_from: "registers[22][10]"
  end_kind: "output pin"
  cp.depth: 9
  crit_path_max_fanout: 22
  cp.arrival_ps: 5950
  reg2regPathDepth: 1
  path_delay_family: "buffers and inverters"
  cpPeakStageDelay_ps: 960
  slowest_stage: "clkdlybuf4s50_1"
  cp-start-kind: "primary input"
  crit_start: "i_rs1_addr[2]"
  crit_buf_inv: 4
  reg2reg_to: "registers[22][10]"
  required_ps: 6480
placement:
  numPortBuffers: 113
  gp_congestion: 1.07
  dp_cells: 5915
  place_hpwl_microns: 175000
  placed_area_sq_mm: 0.0553
run_status:
  status: "finished, final reports clean"
flow_run:
  tool_warnings: 42
  drv_cap: 0
## how the worst min path moves through the flow
stage | startpoint | to | slack, ps | cells past startpoint
CTS | registers[5][11] | registers[5][11] | 510 | 1
global route | registers[5][11] | registers[5][11] | 530 | 1
finish | registers[5][11] | registers[5][11] | 520 | 1
## metal layers
| layer | routed length, microns | part of all wire | vias up |
|---|---|---|---|
| met5 | 507 | 0.0018 | - |
| met4 | 26300 | 0.093 | 39 |
| met3 | 49600 | 0.18 | 1618 |
| met2 | 109000 | 0.39 | 4704 |
| met1 | 97200 | 0.34 | 23900 |
| li1 | - | - | 17900 |
## per-stage QoR
| stage | setup slack [ps] | utilization |
|---|---|---|
| after floorplan | -7190 | - |
| after detailed placement | 852 | 0.541 |
| after CTS | 798 | 0.578 |
| after global placement | 895 | 0.541 |
| after global routing | 653 | 0.578 |
| final | 528 | 0.578 |
## Yosys cell counts, types with 15 or more instances
master / number
mux2_2: 993
dfrtp_1: 992
nand3_1: 598
a22oi_1: 356
clkbuf_1: 292
and3_1: 232
nand4_1: 184
buf_2: 136
nand2_1: 86
a21oi_1: 77
buf_1: 70
a2111oi_0: 67
nor2_1: 67
a31oi_1: 56
and4_1: 49
a22o_1: 45
nor4_1: 39
a222oi_1: 33
nor3_1: 25
o31a_1: 20
and2_1: 19
inv_1: 19
o21ai_0: 18
o2111ai_1: 15
## area by class of cell
type	count	area [sq um]	share of cell area
multi-input cells	3133	25200	0.427
flip-flops and latches	992	24800	0.420
repair buffers	402	3490	0.0591
clock buffers	152	3120	0.0528
well taps	1368	1710	0.0290
clock inverters	43	594	0.0101
inverters	20	78.8	0.00133
diodes	27	67.6	0.00114
## where the power goes
part | switching [mW] | internal [mW]
Combinational | 1.09 | 1.07
Clock | 2.18 | 3.09
Sequential | 0.990 | 5.92
Total | 4.26 | 10.1
## cells by family after synthesis
logic type	share of synthesized area
AOI/OAI and AO/OA	0.110
buffers and inverters	0.0418
DFF	0.480
muxes	0.218
and+or+nand+nor	0.150
No activity file was given, so power comes from the tool's default toggle rates.
